## ./config.mk

```make
export PLATFORM = sky130hd
export DESIGN_NAME = fifo
export DESIGN_NICKNAME = fifo
export VERILOG_FILES = /design/flow/design.v
export SDC_FILE = /design/flow/constraint.sdc
export NUM_CORES = 4
export LEC_CHECK = 1
export CORE_UTILIZATION = 30
```

## ./constraint.sdc

```tcl
current_design fifo

set clk_period 5.7
set clk_io_pct 0.2

create_clock -name clk0 -period $clk_period [get_ports {clk}]

set non_clock_inputs [all_inputs -no_clocks]
set_input_delay [expr $clk_period * $clk_io_pct] -clock clk0 $non_clock_inputs
set_output_delay [expr $clk_period * $clk_io_pct] -clock clk0 [all_outputs]
```

## ./design.v

```verilog
module fifo #(
  parameter DATA_W = 8,
  parameter DEPTH_N = 16
)(
  input  logic              clk,
  input  logic              rst_n,
  input  logic [DATA_W-1:0] wr_data,
  input  logic              wr_stb,
  input  logic              rd_stb,
  output logic [DATA_W-1:0] rd_data,
  output logic              empty,
  output logic              full
); 
localparam N = $clog2(DEPTH_N);
logic [DEPTH_N-1:0][DATA_W-1:0] fifo;
logic                     [N:0] wr_ptr;
logic                     [N:0] rd_ptr;
assign full   = (rd_ptr[N] != wr_ptr[N]) && (rd_ptr[N-1:0] == wr_ptr[N-1:0]);
assign empty  = (rd_ptr == wr_ptr);
always_ff @ (posedge clk or negedge rst_n)
  if(!rst_n) begin
    fifo   <= '0;
    wr_ptr <= '0;
    rd_ptr <= '0;
  end
  else begin
    if(!full && wr_stb) begin
      wr_ptr <= wr_ptr + 1'b1;
      fifo[wr_ptr[N-1:0]] <= wr_data;
    end
    if(!empty && rd_stb) begin
      rd_ptr <= rd_ptr + 1'b1;
    end
  end
assign rd_data = fifo[rd_ptr[N-1:0]];
endmodule
```

## ./run.sh

```bash
#!/bin/bash
# OpenROAD 26Q1-2900-gdf79404cd8, Yosys 0.63+post, stock flow scripts
make -C /OpenROAD-flow-scripts/flow DESIGN_CONFIG=/design/flow/config.mk WORK_HOME=/design/flow/orfs finish
```

==> job_summary.md <==
### Flow metrics

| Metric | Value |
|---|---|
| Ys cells | 441 |
| Asr flop ratio synth | 100% |
| Global route total overflow | 0 |
| R2R setup slack | 2630 ps |
| Chip Area | 0.0230 mm² |
| Hold slack final | 498 ps |
| Leakage | 3.23 nW |
| Die Width | 152 µm |
| Clock share of power | 25.0% |
| Worst reg-to-reg path cell count | 6 |
| Routed Antenna Nets | 0 |
| Outcome | finished, final reports clean |
| Final Slew Violations | 0 |
| P_int | 3.32 mW |
| Worst Setup End Kind | primary output |
| Number of global-route vias before repair | 4215 |
| Switching Share | 31.9% |
| RSZ-0062 raised after global routing | false |
| CP Class | reg2out |
| OpenROAD warnings | 26 |
| Share of the synthesized area in the top cell type | 51.5% |
| Port-buffer cells | 21 |
| TNS Setup | 0 ps |
| Ys Warns | 1 |
| Share of cells above drive strength 1 | 46.3% |
| Synth Register Bits | 138 |
| Worst r2r src | wr_ptr[2] |
| Initial antenna violation count | 0 |
| Worst-Margin Slew | 844 ps |
| GRT Util Overall | 13.7% |
| H-tree depth | 4 |
| Cts repair resizes | 0 |
| Clk ins delay skew pair | 410 ps |
| Worst EP arrival | 3140 ps |
| Post-synth seq share | 51.5% |
| Post-DP HPWL | 8870 µm |
| Remaining DRCs | 0 |
| EDFF count, synth | 0 |
| Worst hold path class | reg2reg |
| Vias after detailed routing | 3828 |
| WL final | 13800 µm |
| PnR worst setup slack | 1420 ps |
| Drt wl/cell | 18.5 µm |
| Worst hold start | fifo[60] |
| Pre-Place Util | 30.6% |
| DRT iter0 DRCs | 126 |
| First-pass GRT wire length | 23100 µm |
| RR Endpoint | fifo[63] |
| Max Clk Rate | 234 MHz |
| Wl on met1 | 6410 µm |
| YS chip area | 0.00671 mm² |
| Final Critical Period | 4280 ps |
| CTS tree | built |
| IO Pins | 22 |
| Top FF cell, synth | dfrtp_1 |
| Diode count | 0 |
| CP Data Required Time | 4560 ps |
| Max VDD drop | 282 µV |
| GP Congestion | 0.803 |
| P_sw | 1.56 mW |
| Placed cell count | 715 |
| Critical Path Fanout Max | 24 |
| Post-route insts no fill | 747 |
| Pre-antenna DRT Iters | 4 |
| Met3 wire length | 1180 µm |
| CTS clk-pin slew, worst paths | 60 ps |
| Synthesis-to-layout area growth | 16.6% |
| Core Region | 0.0219 mm² |
| Combinational power share | 39.4% |
| Cells after Synth | 441 |
| Max layer used | met4 |
| Post-place setup slack | 1810 ps |
| CTS sink cnt | 138 |
| Most instantiated logic cells after routing | 137 x dfrtp_1, 129 x mux2_2, 32 x mux4_2 |
| Clock root cell | clkbuf_16 |
| Flop pwr share | 35.6% |
| Clock Skews | 9.22 ps |
| Mapped Avg Cell Area | 15.2 µm² |
| Crit start category | register |
| Number of setup buffers added after CTS | 0 |
| Power per cell area | 623 mW/mm² |
| Cell variety after synth | 41 |
| Worst slew margin | 43.8% |
| Setup violators final | 0 |
| Post-cts hold buffer count | 0 |
| Num CTS Buffers | 17 |
| Max clock buf depth | 2 |
| Hold Vio Cnt, Final | 0 |
| Routed vias/inst | 5.12 |
| Met2 wire length | 6170 µm |
| Largest cells by area | dfrtp_1 52%, mux2_2 22%, mux4_2 11% |
| Synth area leader | dfrtp_1 |
| Cycle use final | 75.1% |
| Max-Cap Viols | 0 |
| Die Y | 152 µm |
| Core Rows | 54 |
| Hold path cells | 1 |
| End of the worst hold path | fifo[60] |
| Largest net degree at the start of global routing | 53 |
| Cell Area, Synth | 0.00671 mm² |
| Fin util | 35.7% |
| Dominant logic cell type in the layout | dfrtp_1 |
kinds of logic after synthesis:
group	synth area share [%]
compound gates	6.33
xor+xnor	1.96
fa+ha+maj	0.746
buf+inv	2.67
flops	51.5
mux	33.8
simple gates	3.02
layer usage:
metal  vias up  GRT usage (%)
met1      2012           19.9
met3         6           6.38
li1       1693              -
met5         -              0
met4         0           1.14
met2       117           20.0
metrics by stage:
stage | area [µm²] | power (mW)
after CTS | 7820 | 4.92
after global routing | 7820 | 5.19
after detailed placement | 7160 | 3.67
final | 7820 | 4.87
after floorplan | 6710 | 3.14
after global placement | 7160 | 3.62
power groups by stage:
stage	clock [mW]	sequential, mW	combinational (mW)
6_report	1.22	1.73	1.92
5_1_grt	1.29	1.80	2.10
4_1_cts	1.25	1.74	1.94
worst max-delay path, cell delays in order (launching register included):
cell             delay (ps)
dfrtp_2                 890
buf_4                   420
mux4_2                  530
a211oi_1                280
a21oi_1                 140
clkdlybuf4s50_1         470
worst max-delay path by stage:
stage,from,to,slack (ps),cells after the start
5_1_grt,rd_ptr[0],rd_data[3],1130,5
6_report,rd_ptr[0],rd_data[3],1420,5
4_1_cts,rd_ptr[0],rd_data[3],1360,5
area by class of cell:
class	instances	area, µm²
flip-flops and latches	138	3450
clock buffers	21	470
repair buffers	28	264
multi-input cells	265	3070
well taps	280	350
clock inverters	11	191
inverters	4	15.0
fillers	2049	14100
synth_stat cells, types with 4 or more instances:
library cell and count:
clkbuf_1 18, mux4_2 32, dfrtp_1 138, mux2_2 129, buf_2 10, a211oi_1 8
a21oi_1 12, xnor2_1 12, nor2b_1 9, o2111ai_2 4, nor2_1 6, buf_4 4
mux2i_1 8, ha_1 4, o211ai_1 4
flip-flops by register name, summed over array words and instances (netlist names):
register  count
rd_ptr        5
fifo        128
wr_ptr        5
No activity file was given, so power comes from the tool's default toggle rates.
